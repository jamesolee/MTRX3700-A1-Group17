File: design/flow/run.sh
#!/bin/bash
# OpenROAD 26Q1-2900-gdf79404cd8, Yosys 0.63+post, stock flow scripts
make -C /OpenROAD-flow-scripts/flow DESIGN_CONFIG=/design/flow/config.mk WORK_HOME=/design/flow/orfs finish
File: design/flow/constraint.sdc
current_design top_level

set clk_period 62.6
set clk_io_pct 0.2

create_clock -name clk0 -period $clk_period [get_ports {CLOCK_50}]

set non_clock_inputs [all_inputs -no_clocks]
set_input_delay [expr $clk_period * $clk_io_pct] -clock clk0 $non_clock_inputs
set_output_delay [expr $clk_period * $clk_io_pct] -clock clk0 [all_outputs]
File: design/flow/config.mk
export PLATFORM = sky130hd
export DESIGN_NAME = top_level
export DESIGN_NICKNAME = top_level
export VERILOG_FILES = /design/flow/design.v
export SDC_FILE = /design/flow/constraint.sdc
export NUM_CORES = 4
export LEC_CHECK = 1
export CORE_UTILIZATION = 50
File: design/flow/design.v
module fifo (
  input        clk,
  input        rst,
  input        we,
  input        re,
  input        del,
  input        [4:0] data_in,
  output reg   [4:0] data_out,
  output       empty,
  output       full
);
    reg [4:0]       ram [255:0];
    localparam a_width = 8;  
    reg [a_width:0] r_ptr, w_ptr;
    always @(posedge clk) begin
        if (rst) begin
            r_ptr <= 0;
            w_ptr <= 0; 
        end
        else if (del) w_ptr <= w_ptr -1;
        else begin
            if (we & ~full) begin
                ram[w_ptr[a_width-1:0]] <= data_in;
                w_ptr <= w_ptr + 1;
            end
            if (re & ~empty) begin
                data_out <= ram[r_ptr[a_width-1:0]];
                r_ptr <= r_ptr + 1;
            end
        end
    end
    assign empty = (r_ptr == w_ptr+1)? 1:0;
    assign full = r_ptr[a_width-1:0] != w_ptr[a_width-1:0]? 0: 
                    r_ptr[a_width] != w_ptr[a_width]? 1:0;
endmodule
module FSM(
    input clk,
    input logic save, execute, reset,
    input logic empty,full, timer,
    output logic write_enable, read_enable, timer_enable, fifo_reset,
	 output logic [2:0] lights
);
    typedef enum logic [2:0] {idle, saving, waiting, read, display} State;
	 State current_state, next_state;
    always_comb begin
        case (current_state)
            idle: next_state = (save)? saving: idle;
            saving: next_state = (reset)? idle: waiting;
            waiting: next_state = (reset)? idle:
                                (save)? saving:
                                (execute | full)? read: waiting;
            read: next_state = (reset)? idle: display;
            display: next_state = (empty | reset)? idle: (timer)? read: display;
            default: next_state = idle;
        endcase
    end
	 always_ff @(posedge clk) begin 
		current_state <= next_state;
	 end
    assign write_enable = (current_state == saving)? 1:0;
    assign read_enable = (current_state == read)? 1:0;
    assign timer_enable = (current_state == read | current_state == display)? 1:0;
	 assign fifo_reset = (current_state == idle)? 1:0;
	 assign lights = (current_state == idle)? 3'b001 : (current_state == waiting)? 3'b010: (current_state == display)? 3'b100 : 3'b111;
endmodule
`timescale 1ns/1ns
module countdown (
    input             clk, 
    input             enable, 
    output logic      timer
);
	 localparam delay_val = 100000000;
    logic [27:0]clk_cnt = 0;
    always_ff @(posedge clk)begin
        if(!enable) begin
            clk_cnt <= 0;
            timer <= 0;
        end
        else begin
            if (clk_cnt == delay_val-1) begin
                timer <= 1;
                clk_cnt <= 0;
            end
            else begin
                clk_cnt <= clk_cnt + 1;
                timer <= 0;
            end
        end
    end
endmodule
module debounce (
    input clk, button,
    output reg button_edge
);
  localparam delay_val = 20; 
  int count = 0;
  reg deb = 0;
  logic button_q0, button_pressed;
  always @(posedge clk) begin
    if (button != deb) begin
      deb <= button;
      count <= 0;
    end
    else if (count == delay_val) 
      button_pressed <= deb;
    else
      count <= count + 1;
  end 
  always_ff @(posedge clk) begin : edge_detect
      button_q0 <= button_pressed;
  end
  assign button_edge = (button_pressed > button_q0);
endmodule
module direction_display(
    input enable,
    input      [1:0]  direc,
    output logic [6:0]  HEX0,  
    output logic [6:0]  HEX1,  
    output logic [6:0]  HEX2,  
    output logic [6:0]  HEX3   
);
    always_comb begin
        if (enable) begin
            HEX0 = (direc == 2'b11)? 7'b0101111: 7'b1111111;
            HEX1 = (direc == 2'b10)? 7'b1000111: 7'b1111111;
            HEX2 = (direc == 2'b00)? 7'b0001110: 7'b1111111;
            HEX3 = (direc == 2'b01)? 7'b0000011: 7'b1111111;
        end
        else begin
            HEX0 = 7'b1111111;
            HEX1 = 7'b1111111;
            HEX2 = 7'b1111111;
            HEX3 = 7'b1111111;
        end
    end
endmodule
module seven_seg(
    input      [3:0]  bcd,
    output logic [6:0]  segments 
);
    always @(*) begin
        case (bcd)
            4'b0000: segments = 7'b1000000;  
            4'b0001: segments = 7'b1111001;  
            4'b0010: segments = 7'b0100100;  
            4'b0011: segments = 7'b0110000;  
            4'b0100: segments = 7'b0011001;  
            4'b0101: segments = 7'b0010010;  
            4'b0110: segments = 7'b0000010;  
            4'b0111: segments = 7'b1111000;  
            4'b1000: segments = 7'b0000000;  
            4'b1001: segments = 7'b0010000;  
            default: segments = 7'b1111111;  
        endcase
    end
endmodule
module speed_display(
    input enable,
    input read_enable,
	 input reset,
    input      [1:0]  instruction,
    input      [2:0]  torque,
    output logic [6:0]  HEX4,  
    output logic [6:0]  HEX5,  
    output logic [6:0]  HEX6,  
    output logic [6:0]  HEX7   
);
    logic [3:0]vel_r;
    logic [3:0]vel_l;
    logic [3:0]acc_fr, acc_br;  
    logic [3:0]acc_fl, acc_bl;  
    always_comb begin
        case (instruction)
            2'b00: begin
                acc_fl = (torque == 0)? 0: 
                        (torque == 1)? 2:
                        (torque == 2)? 4:
                        (torque == 3)? 6: 
                        (torque == 4)? 8:0;   
                acc_fr = acc_fl;
                acc_bl = 0;
                acc_br = 0;
            end
            2'b01: begin
                acc_bl = (torque == 0)? 0: 
                        (torque == 1)? 2:
                        (torque == 2)? 4:
                        (torque == 3)? 6: 
                        (torque == 4)? 8:0;   
                acc_br = acc_bl;
                acc_fl = 0;
                acc_fr = 0;
            end
            2'b10: begin  
                acc_fl = (torque == 0)? 0: 
                        (torque == 1)? 0:
                        (torque == 2)? 2:
                        (torque == 3)? 4:
                        (torque == 4)? 6:0;
                acc_fr = (torque == 0)? 0: 
                        (torque == 1)? 2:
                        (torque == 2)? 4:
                        (torque == 3)? 6: 
                        (torque == 4)? 8:0;
                acc_bl = 0;
                acc_br = 0;  
            end
            2'b11:begin  
                acc_fl = (torque == 0)? 0: 
                        (torque == 1)? 2:
                        (torque == 2)? 4:
                        (torque == 3)? 6: 
                        (torque == 4)? 8:0;   
                acc_fr = (torque == 0)? 0: 
                        (torque == 1)? 0:
                        (torque == 2)? 2:
                        (torque == 3)? 4:
                        (torque == 4)? 6:0;
                acc_bl = 0;
                acc_br = 0;
            end 
            default: begin
                acc_bl = 0;
                acc_br = 0;
                acc_fl = 0;
                acc_fr = 0;
            end
        endcase 
    end
    logic [3:0]bcd_r1=12, bcd_r2=12, bcd_l1 = 12, bcd_l2 = 12;
	 logic [3:0]n_bcd_r1=12, n_bcd_r2=12, n_bcd_l1 = 12, n_bcd_l2 = 12;
	 logic [3:0] next_vel_r, next_vel_l;
    always_ff @(posedge read_enable) begin
        next_vel_r <=(vel_r-acc_br > 9)? vel_r: 
                     (vel_r >= acc_br)? vel_r+acc_fr-acc_br: 0; 
        next_vel_l <=(vel_l-acc_bl > 9)? vel_l: 
                     (vel_l >= acc_bl)? vel_l+acc_fl-acc_bl: 0; 
		  n_bcd_r2 <= (~enable)? 12:  
                 (vel_r > 9)? 9: 0;
        n_bcd_r1 <= (~enable)? 12:  
                 (vel_r >= 9)? 9: vel_r;   
        n_bcd_l2 <= (~enable)? 12:  
                 (vel_l > 9)? 9: 0;
        n_bcd_l1 <= (~enable)? 12:  
                 (vel_l >= 9)? 9: vel_l;
    end
	 assign vel_r = reset? 0: next_vel_r;
	 assign vel_l = reset? 0: next_vel_l;
	 assign bcd_r2 = reset? 12: n_bcd_r2;
	 assign bcd_r1 = reset? 12: n_bcd_r1;
	 assign bcd_l2 = reset? 12: n_bcd_l2;
	 assign bcd_l1 = reset? 12: n_bcd_l1;
    seven_seg u0(
    .bcd(bcd_r2),
    .segments(HEX4));
    seven_seg u1(
    .bcd(bcd_r1),
    .segments(HEX5));
    seven_seg u2(
    .bcd(bcd_l2),
    .segments(HEX6));
    seven_seg u3(
    .bcd(bcd_l1),
    .segments(HEX7));
endmodule
module top_level(
    input [3:0] KEY,  
    input [4:0]SW,  
    input CLOCK_50,  
    output [6:0] HEX7, HEX6, HEX5, HEX4, HEX3, HEX2, HEX1, HEX0,  
    output [17:0] LEDR,  
	 output [8:0] LEDG  
);
    logic save, execute, reset, delete;
    logic write_enable, read_enable, timer_enable, fifo_reset;
    logic [4:0]instruction;
    logic empty, full;     
    logic timer; 
    FSM u_FSM (
        .clk(CLOCK_50),
        .save(save),
        .execute(execute),
        .reset(reset),
        .empty(empty),
        .full(full),
        .timer(timer),
        .write_enable(write_enable),
        .read_enable(read_enable),
        .timer_enable(timer_enable),
		  .fifo_reset(fifo_reset),
		  .lights(LEDG[2:0])
    );
    countdown u_clock (
        .clk(CLOCK_50), 
        .enable(timer_enable), 
        .timer(timer));
    debounce u_debounce0 (
        .clk(CLOCK_50), 
        .button(!KEY[0]),
        .button_edge(delete));
    debounce u_debounce1 (
        .clk(CLOCK_50), 
        .button(!KEY[1]),
        .button_edge(reset));
    debounce u_debounce2 (
        .clk(CLOCK_50), 
        .button(!KEY[2]),
        .button_edge(execute));
    debounce u_debounce3 (
        .clk(CLOCK_50), 
        .button(!KEY[3]),
        .button_edge(save));
    fifo u_fifo (
        .clk(CLOCK_50),
        .rst(fifo_reset),
        .we(write_enable),
        .re(read_enable),
        .del(delete),
        .data_in(SW[4:0]),
        .data_out(instruction),
        .empty(empty),
        .full(full));
    torque_display u_torque(
    .enable(timer_enable),
    .instruction(instruction[1:0]),
    .torque(instruction[4:2]),
    .LEDR(LEDR[17:0]));
    direction_display u_direction(
    .enable(timer_enable),
    .direc(instruction[1:0]),
    .HEX0(HEX0),  
    .HEX1(HEX1),  
    .HEX2(HEX2),  
    .HEX3(HEX3)   
    );
    speed_display u_speed(
    .enable(timer_enable),
    .read_enable(read_enable),
    .instruction(instruction[1:0]),
    .torque(instruction[4:2]),
    .HEX4(HEX4),  
    .HEX5(HEX5),  
    .HEX6(HEX6),  
    .HEX7(HEX7)   
	 );
endmodule
module torque_display(
    input enable,
    input      [1:0]  instruction,
    input      [2:0]  torque,
    output logic [17:0]  LEDR  
);
	 logic [17:0] leds;
    always_comb begin: torque_display
        if (~enable) begin
            leds = 0;
        end
        else begin
            case (instruction)
                2'b00: begin  
                    case (torque)
                        3'b000: leds = {4'b0000,1'b0,4'b0000,4'b0000,1'b0,4'b0000};  
                        3'b001: leds = {4'b0000,1'b0,4'b1000,4'b0000,1'b0,4'b1000};  
                        3'b010: leds = {4'b0000,1'b0,4'b1100,4'b0000,1'b0,4'b1100};  
                        3'b011: leds = {4'b0000,1'b0,4'b1110,4'b0000,1'b0,4'b1110};  
                        3'b100: leds = {4'b0000,1'b0,4'b1111,4'b0000,1'b0,4'b1111};  
                        default: leds = {4'b0000,1'b0,4'b0000,4'b0000,1'b0,4'b0000};  
                    endcase
                end
                2'b01: begin  
                    case (torque)
                        3'b000: leds = {4'b0000,1'b0,4'b0000,4'b0000,1'b0,4'b0000};  
                        3'b001: leds = {4'b0001,1'b0,4'b0000,4'b0001,1'b0,4'b0000};  
                        3'b010: leds = {4'b0011,1'b0,4'b0000,4'b0011,1'b0,4'b0000};  
                        3'b011: leds = {4'b0111,1'b0,4'b0000,4'b0111,1'b0,4'b0000};  
                        3'b100: leds = {4'b1111,1'b0,4'b0000,4'b1111,1'b0,4'b0000};  
                        default: leds = {4'b0000,1'b0,4'b0000,4'b0000,1'b0,4'b0000};  
                    endcase
                end
                2'b10: begin  
                    case (torque)
                        3'b000: leds = {4'b0000,1'b0,4'b0000,4'b0000,1'b0,4'b0000};  
                        3'b001: leds = {4'b0000,1'b0,4'b0000,4'b0000,1'b0,4'b1000};  
                        3'b010: leds = {4'b0000,1'b0,4'b1000,4'b0000,1'b0,4'b1100};  
                        3'b011: leds = {4'b0000,1'b0,4'b1100,4'b0000,1'b0,4'b1110};  
                        3'b100: leds = {4'b0000,1'b0,4'b1110,4'b0000,1'b0,4'b1111};  
                        default: leds = {4'b0000,1'b0,4'b0000,4'b0000,1'b0,4'b0000};  
                    endcase
                end
                2'b11: begin  
                    case (torque)
                        3'b000: leds = {4'b0000,1'b0,4'b0000,4'b0000,1'b0,4'b0000};  
                        3'b001: leds = {4'b0000,1'b0,4'b1000,4'b0000,1'b0,4'b0000};  
                        3'b010: leds = {4'b0000,1'b0,4'b1100,4'b0000,1'b0,4'b1000};  
                        3'b011: leds = {4'b0000,1'b0,4'b1110,4'b0000,1'b0,4'b1100};  
                        3'b100: leds = {4'b0000,1'b0,4'b1111,4'b0000,1'b0,4'b1110};  
                        default: leds = {4'b0000,1'b0,4'b0000,4'b0000,1'b0,4'b0000};  
                    endcase
                end
                default: leds = {4'b0000,1'b0,4'b0000,4'b0000,1'b0,4'b0000};  
            endcase
        end
    end
	 assign LEDR = leds;
endmodule
==> flow_summary_export.csv <==
group,metric,value,unit
flow_run,warnings,36,
sta,setup_viol,0,
die,chipArea,0.121,sq mm
clocking,ctsResizeCount,0,
clocking,postCtsSetupBuffers,0,
route,ant_nets,0,
worst_setup_path,cp_max_fo,9,
clocking,clkTransAtPathRegs,0.06,ns
global_routing,grt_usage,0.274,
worst_hold_path,holdCritStartpoint,"u_debounce0.button_pressed",
logic_synthesis,ys_ff,1475,
global_routing,grt_pass1_vias,34000,
worst_setup_path,r2r_slack,57.53,ns
route,first_iter_violations,1942,
route,vias_per_cell,5.87,
logic_synthesis,edf_count,1293,
global_routing,grt_overflow,0,
worst_setup_path,worstReg2RegEnd,"u_fifo.data_out[4]",
logic_synthesis,ys_cells,3718,
route,drtPass1Iterations,5,
worst_setup_path,end_kind,"primary output",
worst_setup_path,cp.arrival,3.21,ns
sta,tightest_slew,0.945,ns
worst_setup_path,required,50.08,ns
sta,tns,0,ns
logic_synthesis,synth.distinct_cells,71,
worst_setup_path,r2r-start,"u_fifo.r_ptr[0]",
global_routing,grt_max_degree,130,
clocking,cts-root-buf,"clkbuf_16",
power,irDropWorstVdd,0.0275,mV
flow_run,cap_violations,0,
die,die_h,348,um
layout,area_growth_syn_to_layout,11.8,%
die,die_width,348,um
sta,fmax,0.0636,GHz
worst_hold_path,holdPathStages,0,
route,num_vias,32400,
status,status,"complete, no violations",
logic_synthesis,synthesis.area,0.0600,sq mm
route,wl_per_cell,26.5,um
global_routing,grt_pass1_wl,219000,um
route,diodes,0,
worst_setup_path,reg2regPathDepth,9,
layout,drive_gt1_frac,0.157,
logic_synthesis,avgSynthCellArea,16.1,sq um
logic_synthesis,syn_inst,3718,
die,core,0.119,sq mm
worst_setup_path,crit_path_start_kind,"flip-flop",
placement,port_buffers,42,
logic_synthesis,yosys_warnings,19,
global_routing,antenna_found_initial,1,
die,initCoreUtil,0.506,
clocking,htree_levels,4,
clocking,cts_tree,"yes",
placement,dp.cells,5237,
logic_synthesis,ys_area,0.0600,sq mm
sta,fin_skew,0.0209,ns
clocking,cts_buffers,153,
clocking,cts_buffer_depth,3,
sta,finalHoldViolations,0,
route,drc,0,
logic_synthesis,ys.flop_type,"edfxtp_1",
sta,period_minus_slack,15.73,ns
route,wl,147000,um
worst_hold_path,hold_class,"reg2reg",
logic_synthesis,ys_seq_share,0.708,
power,power_density,30.1,mW/mm^2
power,leakage,20.5,nW
clocking,clock-sinks,1475,
sta,relSlewSlack,0.365,
die,num_rows,126,
clocking,clock.latency.late_pin,0.75,ns
layout,finalNonFillerCells,5522,
worst_setup_path,critPathKind,"reg2out",
placement,hpwl,90800,um
clocking,cts_hold_buffers,0,
sta,rsz0062_at_grt,"false",
logic_synthesis,synth-async-reset-ratio,0,
placement,place.gp.congestion,0.919,
sta,slew_viol_final,0,
worst_hold_path,worst_hold_path.endpoint,"u_debounce0.button_q0",
die,io_pins,93,
sta,period_used_share,0.251,
## per-layer routing
| layer | share of wire | track usage | vias up |
|---|---|---|---|
| met1 | 0.36 | 0.388 | 16000 |
| met4 | 0.039 | 0.0808 | 8 |
| met5 | 0.0014 | 0.0120 | - |
| met2 | 0.46 | 0.385 | 1604 |
| li1 | - | - | 14500 |
| met3 | 0.14 | 0.170 | 300 |
## power breakdown
part / internal [mW] / switching (mW)
clock network: 0.546 / 0.371
registers: 1.07 / 0.00280
logic: 0.00581 / 0.0208
total: 1.62 / 0.394
## flip-flops by register name, summed over array words and instances, names as in the netlist, 3 cells and up
register,cells
u_clock.clk_cnt,28
u_fifo.r_ptr,9
u_fifo.data_out,5
u_fifo.ram,1280
u_debounce2.count,32
u_debounce3.count,32
u_FSM.current_state,3
u_debounce0.count,32
u_fifo.w_ptr,9
u_debounce1.count,32
## worst max-delay path: stages, from the launching register on
cell	delay, ns
dfxtp_1	0.37
nor2_1	0.23
inv_1	0.10
o21ai_0	0.57
nand2_1	0.36
nor3_1	0.33
clkdlybuf4s50_1	0.51
## cells in the final DEF (no fill, tap or decap), drive strengths merged, types with 12 or more instances in the layout
cell	Yosys	layout
bufinv	0	17
nand3	95	95
mux4	258	258
o21ai	67	67
o221ai	12	12
edfxtp	1293	1293
o22ai	31	31
and3	30	30
nor2b	17	17
nor4	32	32
and2	12	12
inv	41	46
buf	162	93
dfxtp	182	182
a22oi	39	39
clkbuf	102	201
xnor2	71	71
xor2	81	81
clkdlybuf4s50	0	37
clkinv	1	64
nor3	51	51
a211oi	17	17
conb	2	50
nand2	171	171
nor2	466	466
mux2i	165	165
or3	34	34
a221oi	39	39
a21oi	93	93
nand4	33	33
ha	15	15
## cell usage after synthesis (15+ instances only)
master    number  share of area
inv_1         41         0.0026
nand4_1       33         0.0034
ha_1          15         0.0031
a21oi_1       93         0.0078
mux4_2       258          0.097
nor2b_1       17         0.0018
buf_2         48         0.0040
o22ai_1       31         0.0032
a221oi_1      39         0.0057
or3_1         34         0.0035
buf_4         91          0.011
a211oi_1      17         0.0021
clkbuf_1     102         0.0064
nor4_1        31         0.0032
edfxtp_1    1293           0.65
nand3_1       94         0.0078
nor2_1       465          0.029
and3_1        30         0.0031
xnor2_1       71          0.010
o21ai_0       64         0.0053
nor3_1        51         0.0043
xor2_1        81          0.012
mux2i_1      165          0.028
nand2_1      171          0.011
dfxtp_1      182          0.061
a22oi_1       39         0.0049
## through the flow
step | setup slack [ns] | area [sq um] | utilization | total power [mW] | hold slack, ns
after global placement | 47.74 | 61900 | 0.522 | 1.12 | 0.375
final | 46.87 | 67000 | 0.565 | 2.02 | 0.390
after global routing | 46.66 | 67000 | 0.565 | 2.08 | 0.424
after detailed placement | 47.72 | 61900 | 0.522 | 1.12 | 0.380
after floorplan | 48.54 | 60100 | - | 1.11 | 0.348
after CTS | 46.90 | 67000 | 0.565 | 2.03 | 0.394
## layout make-up
type	instances	area, sq um
clock buffer	196	4210
multi-input combinational	1985	16100
inverter	42	158
fill	9169	51500
tap	1600	2000
timing repair buffer	135	1190
clock inverter	89	911
sequential	1475	42500
## kinds of logic after synthesis
logic type      share of synthesized area
fa+ha+maj                         0.00313
xor+xnor                           0.0226
other cells                      0.000125
flops                               0.708
simple gates                       0.0749
buf+inv                            0.0274
mux                                 0.125
compound gates                     0.0389
## worst max path at each step
stage	from	end	slack, ns	cells after the start
CTS	u_FSM.current_state[1]	LEDR[5]	46.90	6
finish	u_FSM.current_state[1]	LEDR[5]	46.87	6
global route	u_FSM.current_state[1]	LEDR[14]	46.66	6
Power figures rest on the tool's default switching activity, not on a simulated workload.
